==> /design/flow/design.v <==
module mem_ctrl
#(
	parameter WORD_SIZE = 32,
	parameter CL_SIZE_WIDTH = 512,
	parameter ADDR_BITCOUNT = 64
)
(
	input wire clk,
	input wire rst_n,
	input wire host_init,
	input wire host_rd_ready,
	input wire host_wr_ready,
	input logic [1:0] op,
	input logic [WORD_SIZE-1:0] common_data_bus_read_in, 
	output logic [WORD_SIZE-1:0] common_data_bus_write_out, 
	input logic [CL_SIZE_WIDTH-1:0] host_data_bus_read_in,
	output logic [CL_SIZE_WIDTH-1:0] host_data_bus_write_out,
	output logic ready,
	output logic tx_done,
	output logic rd_valid,
	output logic host_re,  
	output logic host_we,
	output logic host_rgo,
	output logic host_wgo
);
	localparam FILL_COUNT = CL_SIZE_WIDTH / WORD_SIZE;
	localparam FILL_BITS = $clog2(FILL_COUNT);
	typedef enum logic [1:0]
	{
		IDLE = 2'b00,
		READ = 2'b01,
		WRITE = 2'b11 
	} opcode;
	typedef enum reg[1:0]
	{
		STARTUP = 2'b00,
		READY = 2'b01,
		HOSTOP = 2'b10,
		FILL = 2'b11
	} sm_state;
	opcode op_in;
	sm_state state;
	logic [FILL_BITS-1:0] fill_count;
	reg [CL_SIZE_WIDTH-1:0] line_buffer;
	logic [WORD_SIZE-1:0] line_out [FILL_COUNT-1:0];
	reg bubble;
	genvar gv;
	generate
		for(gv = 0; gv < FILL_COUNT; ++gv) begin
			assign line_out[gv] = line_buffer[((gv + 1)*WORD_SIZE)-1:gv*WORD_SIZE];
		end
	endgenerate
	always_comb begin
		host_data_bus_write_out = line_buffer;
		common_data_bus_write_out = line_out[fill_count];
		tx_done = 1'b0;
		ready = 1'b1;
		host_re = 1'b0;
		host_we = 1'b0;
		host_rgo = 1'b0;
		host_wgo = 1'b0;
		rd_valid = 1'b0;
		case(state)
			STARTUP: begin
				ready = 1'b0;
			end
			READY: begin
			end
			HOSTOP: begin
				if(op == WRITE) begin
					host_wgo = 1'b1;
					if(host_wr_ready && bubble) begin
						tx_done = 1'b1;
						host_we = 1'b1;
					end
				end	
				else if(op == READ) begin
					host_rgo = 1'b1;
				end
			end
			FILL: begin
				if(op == READ) begin
					host_re = 1'b1;
					rd_valid = 1'b1;
					if(&fill_count == 1'b1) begin
						tx_done = 1'b1;
					end
				end
			end
			default: begin
			end
		endcase
	end
	always_ff@ (posedge clk, negedge rst_n) begin
		if(!rst_n) begin
			state <= STARTUP;
			fill_count <= '0;
			line_buffer <= '0;
			bubble <= '0;
		end
		else begin
			case(state)
				STARTUP: begin
					if(host_init) begin
						state <= READY;
					end
				end
				READY: begin
					if(op_in == READ) begin
						state <= HOSTOP;
					end
					else if(op_in == WRITE) begin
						state <= FILL;
					end
				end
				FILL: begin
					if(&fill_count == 1'b1) begin
						fill_count <= '0;
						if(op_in == WRITE) begin
							state <= HOSTOP;
							line_buffer <= {common_data_bus_read_in, line_buffer[CL_SIZE_WIDTH-1:WORD_SIZE]};					
						end
						else if(op_in == READ) begin
							state <= READY;
						end
					end
					else begin
						if(op_in == WRITE) begin
							line_buffer <= {common_data_bus_read_in, line_buffer[CL_SIZE_WIDTH-1:WORD_SIZE]};					
						end
						fill_count <= fill_count + 1;
					end
				end
				HOSTOP: begin
					if(op == READ && host_rd_ready) begin
						line_buffer <= host_data_bus_read_in;
						state <= FILL;
					end
					else if(op == WRITE && bubble) begin
						state <= READY;
						bubble <= 1'b0;
					end
					else if(op == WRITE && !bubble && host_wr_ready) begin
						bubble <= bubble + 1;
					end
				end
				default begin
				end
			endcase
		end
	end
	assign op_in = opcode'(op);
endmodule
==> /design/flow/run.sh <==
#!/bin/bash
# OpenROAD 26Q1-2900-gdf79404cd8, Yosys 0.63+post, stock flow scripts
make -C /OpenROAD-flow-scripts/flow DESIGN_CONFIG=/design/flow/config.mk WORK_HOME=/design/flow/orfs finish
==> /design/flow/config.mk <==
export PLATFORM = sky130hd
export DESIGN_NAME = mem_ctrl
export DESIGN_NICKNAME = mem_ctrl
export VERILOG_FILES = /design/flow/design.v
export SDC_FILE = /design/flow/constraint.sdc
export NUM_CORES = 4
export LEC_CHECK = 1
export CORE_AREA = 10 10 447 447
export DIE_AREA = 0 0 457 457
==> /design/flow/constraint.sdc <==
current_design mem_ctrl

set clk_period 343.8
set clk_io_pct 0.2

create_clock -name clk0 -period $clk_period [get_ports {clk}]

set non_clock_inputs [all_inputs -no_clocks]
set_input_delay [expr $clk_period * $clk_io_pct] -clock clk0 $non_clock_inputs
set_output_delay [expr $clk_period * $clk_io_pct] -clock clk0 [all_outputs]
==> impl_metrics.yaml <==
# yosys + openroad results
power:
  leakage_nw: 19.5
  power.ir.vdd_worst_uv: 4.82
  powerDensity_nw_per_um2: 10.9
worst_setup_path:
  worst-endpoint-arrival_ps: 70830
  minimum_setup_slack_among_reg_to_reg_paths_ps: 338550
  r2r.worst_path.cells: 8
  critical-path-top-delay-family: "buffers and inverters"
  cpPeakStageDelay_ps: 750
  startpoint_type: "primary input"
  critical_path_stages: 4
  worst_path_fanout_max: 12
  cpMaxStageDelayCell: "clkdlybuf4s50_1"
  critical_path.most_common_cell: "clkdlybuf4s50_1"
  crit_chain: "clkdlybuf4s50_1 -> or4b_2 -> nor2_1 -> clkdlybuf4s50_1"
  crit_path_end_kind: "output port"
  worst-endpoint-required_ps: 275040
  timing.setup.critical_path_class: "primary input to output port"
  buffers_inverters_on_critical_path: 2
die:
  row_count: 160
  die_x_um: 457
  coreArea_um2: 190000
  ioPinCount: 1102
  die_height_um: 457
  initial_utilization: 0.147
  chipArea_um2: 209000
job:
  warning_count: 32
  maxCapViolations: 0
logic_synthesis:
  postSynthCellCount: 2936
  synth.avg_cell_area_um2: 9.52
  synth_flop_count: 521
  largest_area_cell: "dfrtp_1"
  flop_cell: "dfrtp_1"
  synth-area-yosys_um2: 28000
  synthMostInstantiatedCell: "mux2i_1"
  synth_stat.cells: 2936
  top_area_frac: 0.466
  post_synth_main_area_contributors: "dfrtp_1 47%, mux2i_1 20%, nand2_1 7.4%, o21ai_0 6.2%, o21ai_1 3.6%"
  top_cells_by_count: "549 x mux2i_1, 548 x nand2_1, 520 x dfrtp_1"
  syn_std_cell_area_um2: 28000
  ys_seq_share: 0.466
  post_synth_edffs: 0
  yosys_warnings: 2
  synth.lib_cells_used.distinct: 54
  asyncSetResetFlopFracSynth: 1.00
route:
  initialDrtViolationCount: 2882
  detail_route.vias_per_cell: 4.51
  post_drt_wl_per_cell_um: 41.0
  drc_errors: 0
  routed_wirelength_mm: 268
  firstDrtPassIters: 6
  antenna_violating_nets_post_route: 0
  routed-via-count: 29500
clock_network:
  cts_tree: "built"
  clock_tree.htree_level_count: 3
  ctsResizeCount: 0
  quantity_of_hold_fixing_buffers_added_after_cts: 0
  cts_clk_pin_slew_worst_paths_ps: 60
  cts_setup_buffers: 0
  clockRootBuffer: "clkbuf_16"
  worstSkewPairLatency_ps: 750
  cts_made_buffers: 74
  cts.sinks: 521
  clock_path_buffers: 3
sta:
  hold_viol: 0
  max_slew.worst_pin.slew_ps: 1490
  finalCritPeriodShare: 0.406
  timing.final.ws_setup_ps: 204210
  fin_worst_skew_ps: 62.1
  number_of_endpoints_failing_setup_at_the_final_stage: 0
  grt_setup_unrepaired: "false"
  fin_crit_ps: 139590
  setup-tns-final_ps: 0
  report.final.slew_viol_count: 0
  fin_worst_hold_slack_ps: 492
  max_freq_mhz: 7.16
  slew_headroom: 0.00859
global_routing:
  routing_usage_on_met3: 0.0876
  grt-busiest-layer: "met2"
  grt_util_met2: 0.383
  grt_antenna_before_repair: 112
  grt_first_pass_wirelength_mm: 335
  grt_use_total: 0.252
  globalRoute.totalOverflow: 0
  global_route_met1_usage: 0.315
  grt_start_max_net_pins: 183
  number_of_global_route_vias_before_repair: 28700
worst_hold_path:
  min-delay-path-class: "register to register"
  holdPathStages: 1
place:
  pre_cts_slack_ps: 204240
  post_dp_cell_area_um2: 41500
  dpl.hpwl_mm: 222
  port-buffer-count: 1101
  gp_congestion: 0.935
run_status:
  run_status: "completed"
final_layout:
  multiInputGateArea_um2: 13800
  area_growth_pct: 58.3
  post_route_cells_drive_above_1_share: 0.0570
  n_fill_cell: 20300
  regArea_um2: 13100
  layout.cell_area.non_filler_um2: 44200
-- power breakdown --
group	leakage (nW)	switching (mW)	internal, mW
clock network	1.22	0.0361	0.0461
logic	11.7	0.121	0.102
registers	6.54	0.0880	0.0897
-- cell families after synthesis --
| logic type | Yosys count | share of synthesized area |
|---|---|---|
| compound gates | 851 | 0.180 |
| simple gates | 731 | 0.112 |
| mux | 550 | 0.197 |
| flops | 521 | 0.466 |
| buf+inv | 278 | 0.0426 |
| fa+ha+maj | 4 | 0.00179 |
| xor+xnor | 1 | 0.000313 |
-- flip-flops by register name, indices dropped and copies added, names as in the netlist --
| name | cells |
|---|---|
| fill_count | 4 |
| line_buffer | 512 |
| bubble | 1 |
| state | 4 |
-- worst paths after layout --
path | to | startpoint
setup / recovery | host_wgo | op[0]
hold / removal | state[0]$_DFF_PN1_ | state[0]$_DFF_PN1_
setup reg to reg | line_buffer[23]$_DFFE_PN0P_ | state[1]$_DFF_PN0_
hold reg to reg | state[0]$_DFF_PN1_ | state[0]$_DFF_PN1_
max in group asynchronous | line_buffer[388]$_DFFE_PN0P_ | rst_n
min in group asynchronous | line_buffer[177]$_DFFE_PN0P_ | rst_n
-- layout by cell type, fill, tap and decap left out, drive strengths merged, types with 3 or more instances in the layout --
cell and count:
a211oi 6, a21boi 23, a21oi 40, a221o 23, a221oi 11, a222oi 11
a22o 28, a22oi 66, a31oi 31, a32oi 5, buf 60, bufinv 3
clkbuf 100, clkdlybuf4s50 1100, clkinv 21, clkinvlp 8, dfrtp 520, diode 60
ha 4, inv 14, mux2i 549, nand2 548, nand3 56, nand3b 20
nor2 45, nor2b 5, nor4 18, o21ai 550, o22ai 24, o2bb2ai 24
or3b 22
-- metrics by stage --
step                 util  total power, mW  instances
floorplan               -            0.187       2936
global placement    0.219            0.402       6339
detailed placement  0.219            0.403       6339
CTS                 0.232            0.488       6475
global route        0.233            0.503       6510
finish              0.233            0.483       6535
-- area by class of cell --
class,count,area share
clock buffer,100,0.0477
antenna,60,0.00339
timing repair buffer,1160,0.260
tap,2511,0.0710
inverter,10,0.000849
multi-input combinational,2137,0.312
sequential,521,0.295
clock inverter,36,0.00984
-- per-layer routing --
metal  routed length [µm]  vias to the layer above
li1                     -                    12600
met1               105000                    14600
met2               119000                     1845
met3                25600                      419
met4                18200                       20
met5                  147                        -
Power is estimated from default activity; no workload was simulated.
