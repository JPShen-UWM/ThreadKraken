--- ./config.mk ---
export PLATFORM = sky130hd
export DESIGN_NAME = cpu
export DESIGN_NICKNAME = cpu
export VERILOG_FILES = /design/flow/design.v
export SDC_FILE = /design/flow/constraint.sdc
export NUM_CORES = 4
export LEC_CHECK = 1
export CORE_UTILIZATION = 40
--- ./run.sh ---
#!/bin/bash
# OpenROAD 26Q1-2900-gdf79404cd8, Yosys 0.63+post, stock flow scripts
make -C /OpenROAD-flow-scripts/flow DESIGN_CONFIG=/design/flow/config.mk WORK_HOME=/design/flow/orfs finish
--- ./constraint.sdc ---
current_design cpu

set clk_period 14.8
set clk_io_pct 0.2

create_clock -name clk0 -period $clk_period [get_ports {clk}]

set non_clock_inputs [all_inputs -no_clocks]
set_input_delay [expr $clk_period * $clk_io_pct] -clock clk0 $non_clock_inputs
set_output_delay [expr $clk_period * $clk_io_pct] -clock clk0 [all_outputs]
--- ./design.v ---
module cpu
(
	input wire clk,
	input wire rst_n,
	input wire tx_done,
	input wire rd_valid,
	output logic [1:0] op,
	output logic[63:0] io_address,
	input logic[31:0] common_data_bus_in,
	output logic[31:0] common_data_bus_out,
        output logic[63:0] cv_value
);
	typedef enum reg
	{
		READ = 1'b0,
		WRITE = 1'b1
	} cpu_state;
	cpu_state state;
	logic [31:0] line_buffer [15:0];
	logic [3:0] fill_count;
	logic wr_fill;
	always_comb begin
		io_address = 'h0;
		op = 2'b01;
		common_data_bus_out = '0;
		cv_value = 'h01;
		case(state) 
			READ: begin
			end
			WRITE: begin
				op = 'b11;
				io_address = 'h400;
				common_data_bus_out = line_buffer[fill_count];
			end
		endcase
	end
	always_ff @(posedge clk, negedge rst_n) begin
		if(!rst_n) begin
			for(integer i = 0; i < 16; ++i)
				line_buffer[i] <= '0;
			state <= READ;
			fill_count <= '0;
			wr_fill <= '0;
		end
		else begin
			for(integer i = 0; i < 16; ++i)
			begin
				if(fill_count == i)
					line_buffer[i] <= common_data_bus_in;
			end
		case(state)
			READ: begin
				if(tx_done) begin
					state <= WRITE;
				end
				if(rd_valid) begin
					fill_count <= fill_count + 1;
				end
			end
			WRITE: begin
				if(!wr_fill) begin
					wr_fill <= 1'b1;
				end
				else begin
					fill_count <= fill_count + 1;
					if(tx_done) begin
						state <= READ;
						wr_fill <= 1'b0;
					end
				end
			end
		endcase
		end
	end
endmodule
==> impl_metrics.env <==
# source this file to load flow results
export IMPL_status="complete, no violations"
export IMPL_grt_pass1_wl_microns=98040
export IMPL_fp_utilization_pct=40.74
export IMPL_power_w=0.006689
export IMPL_pwr_share_comb_pct=40.2
export IMPL_p_clk_share_pct=21.4
export IMPL_rsz0062_at_grt="no"
export IMPL_path_common_cell="buf_4"
export IMPL_ys_types=46
export IMPL_vdd_drop_max_v=0.0001161
export IMPL_wl_per_cell_microns=23.87
export IMPL_fmax_mhz=132.1
export IMPL_synthCells=1859
export IMPL_cpMaxStageDelayCell="dfrtp_4"
export IMPL_seqPwrFrac_pct=38.4
export IMPL_grt_use_total_pct=22.01
export IMPL_dpl_cell_count=2570
export IMPL_rows=89
export IMPL_cts_clk_slew_worst_paths_ps=60
export IMPL_cts_path_max_buffers=3
export IMPL_reg2reg_from="fill_count[1]"
export IMPL_diodes=0
export IMPL_worstHoldEndpoint="line_buffer[14][20]"
export IMPL_fp_coreArea_sq_um=59460
export IMPL_critPathRequiredTime_ps=11840
export IMPL_critPathMaxStageDelay_ps=920
export IMPL_synth_cells_yosys=1859
export IMPL_dr_total_vias=15450
export IMPL_cts_sinks=518
export IMPL_cts_tree="yes"
export IMPL_r2r_cells=8
export IMPL_reg2reg_slack_ps=11020
export IMPL_grt_pass1_vias=15780
export IMPL_drt_total_wl_microns=63810
export IMPL_crit_type="reg -> out"
export IMPL_syn_area_per_cell_sq_um=13.03
export IMPL_dp_hpwl_microns=36130
export IMPL_maxSlewHeadroom_pct=43.92
export IMPL_chipArea_sq_um=61560
export IMPL_power_density_nw_per_um2=249.0
export IMPL_ant_nets=0
export IMPL_io_pins=198
export IMPL_grt_max_degree=129
export IMPL_worstSkewPairLatency_ps=620
export IMPL_drv_slew=0
export IMPL_final_common_cell="dfrtp_1"
export IMPL_fin_worst_skew_ps=29.15
export IMPL_min_from="line_buffer[14][20]"
export IMPL_cp_start_kind="register"
export IMPL_p_switching_w=0.002318
export IMPL_setup_viol=0
export IMPL_hp_class="reg -> reg"
export IMPL_crit_path_max_fanout=60
export IMPL_end_kind="primary output"
export IMPL_die_x_microns=248.1
export IMPL_final_cells=2673
export IMPL_internal_power_w=0.004371
export IMPL_ys_warn_count=2
export IMPL_port_buffer_count=69
export IMPL_largest_area_cell="dfrtp_1"
export IMPL_htreeDepth=2
export IMPL_die_h_microns=248.1
export IMPL_swShare_pct=34.65
export IMPL_firstDrtPassIters=5
export IMPL_arrival_ps=4610
export IMPL_ys_area_sq_um=24230
export IMPL_antenna_found_initial=0
export IMPL_edf_count=0
export IMPL_syn_cell_area_sq_um=24230
export IMPL_path_cells="buf_4 -> nand2b_1 -> buf_4 -> o22ai_1 -> a2111oi_0 -> a31oi_1 -> clkdlybuf4s50_1"
export IMPL_cts_inserted_buffers=55
export IMPL_hold_viol=0
export IMPL_flop_cell="dfrtp_1"
export IMPL_finalWorstPathRequiredPeriod_ps=7568
export IMPL_final_setup_tns_ps=0
export IMPL_drive_above_1_share_pct=35.84
export IMPL_layout_top_cells="516 x dfrtp_1, 513 x mux2_2, 128 x conb_1, 98 x a21oi_1, 72 x a22oi_1"
export IMPL_timing_rr_end="line_buffer[5][2]"
export IMPL_tool_warnings=30
export IMPL_via_per_inst=5.778
export IMPL_cts_hold_buf=0
export IMPL_timing_final_crit_share_pct=51.13
export IMPL_drc=0
export IMPL_seq_area_frac_synth_pct=53.50
export IMPL_post_cts_buffers=0
export IMPL_p_leak_nw=10.98
export IMPL_cts_resized=0
export IMPL_maxCapViolations=0
export IMPL_area_leaders="dfrtp_1 54%, mux2_2 24%, buf_4 4.5%"
export IMPL_holdPathStages=1
export IMPL_drt_iter0_markers=937
export IMPL_worst_slew_pin_slew_ps=841.1
export IMPL_top_area_share_pct=53.50
export IMPL_async_flop_share_pct=100.0
export IMPL_gp_congestion=0.7950
export IMPL_overflow=0
export IMPL_ys_ff=518
export IMPL_area_growth_syn_to_layout_pct=10.88
export IMPL_clock_root_buffer="clkbuf_16"
[cell families (layout without fill, tap and decap cells)]
kind of cell    after synthesis  in the layout  share of synthesized area (%)
xor+xnor                      3              3                         0.1085
flops                       518            518                          53.50
simple gates                104            104                          2.267
other cells                   2            128                        0.03100
buf+inv                     305            220                          7.649
fa+ha+maj                     4              4                         0.2066
compound gates              398            398                          11.83
mux                         525            525                          24.40
[routing by layer]
metal,vias to the layer above,track usage (%),wire [microns]
met3,97,7.444,5437
met2,552,33.40,29380
li1,6638,-,-
met1,8158,31.91,27540
met4,0,4.412,1454
met5,-,0,0
[cell type report]
type / count / area (sq um)
multi-input combinational: 1162 / 9975
inverter: 2 / 7.507
sequential: 518 / 12970
tap: 773 / 967.2
clock buffer: 76 / 1545
clock inverter: 27 / 344.1
timing repair buffer: 115 / 1054
fill: 5184 / 32600
[power groups by stage]
stage	clock (W)	sequential (W)	combinational, W
finish	0.00143	0.00257	0.00269
global route	0.00152	0.00266	0.00292
CTS	0.00146	0.00256	0.00271
[worst max-delay path, delay by kind of cell, from the launching register on]
kind | cells | cell delay [ps]
AND/OR/NAND/NOR | 1 | 550
flip-flops | 1 | 920
AND-OR/OR-AND | 3 | 820
buffers and inverters | 3 | 1650
[through the flow]
| step | instance area [sq um] | hold slack [ps] | setup WS [ps] | util (%) |
|---|---|---|---|---|
| floorplan | 24700 | 458.3 | 10150 | - |
| global placement | 24970 | 472.9 | 7860 | 42.00 |
| global route | 26860 | 509.2 | 6991 | 45.17 |
| finish | 26860 | 490.4 | 7232 | 45.17 |
| detailed placement | 24970 | 481.8 | 7831 | 42.00 |
| CTS | 26860 | 495.9 | 7138 | 45.17 |
[synth_stat cells (all sizes together) (12+ instances only)]
| library cell | instances |
|---|---|
| dfrtp | 518 |
| a22oi | 72 |
| a222oi | 27 |
| clkbuf | 61 |
| a21oi | 98 |
| a41oi | 21 |
| o21ai | 33 |
| a31oi | 12 |
| a211oi | 21 |
| nor2 | 46 |
| buf | 242 |
| nand2 | 17 |
| a221oi | 32 |
| nand3 | 13 |
| mux2 | 525 |
| a22o | 54 |
[worst max-delay path by stage]
stage        startpoint                 endpoint  depth (start not counted)
6_report  fill_count[2]  common_data_bus_out[28]                          7
4_1_cts   fill_count[2]  common_data_bus_out[24]                          7
5_1_grt   fill_count[2]  common_data_bus_out[24]                          7
[registers in the layout, indices dropped and copies added, names as in the netlist]
| register | count |
|---|---|
| line_buffer | 512 |
| fill_count | 4 |
| state | 1 |
| wr_fill | 1 |
